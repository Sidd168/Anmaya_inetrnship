[design.v]
module bram_single_port #(
    parameter DATA_WIDTH = 16,
    parameter ADDR_WIDTH = 8
) (
    input wire clk,
    input wire en,
    input wire we,
    input wire [ADDR_WIDTH-1:0] addr,
    input wire [DATA_WIDTH-1:0] di,
    output reg [DATA_WIDTH-1:0] dout
);
reg [DATA_WIDTH-1:0] mem [0:(1 << ADDR_WIDTH)-1];
always @(posedge clk) begin
    if (en) begin
        if (we) begin
            mem[addr] <= di;
            dout <= di;
        end else begin
            dout <= mem[addr];
        end
    end
end
endmodule
[run.sh]
#!/bin/bash
# OpenROAD 26Q1-2900-gdf79404cd8, Yosys 0.63+post, stock flow scripts
make -C /OpenROAD-flow-scripts/flow DESIGN_CONFIG=/design/flow/config.mk WORK_HOME=/design/flow/orfs finish
[config.mk]
export PLATFORM = sky130hd
export DESIGN_NAME = bram_single_port
export DESIGN_NICKNAME = bram_single_port
export VERILOG_FILES = /design/flow/design.v
export SDC_FILE = /design/flow/constraint.sdc
export NUM_CORES = 4
export LEC_CHECK = 1
export CORE_UTILIZATION = 30
[constraint.sdc]
current_design bram_single_port

set clk_period 28.7
set clk_io_pct 0.2

create_clock -name clk0 -period $clk_period [get_ports {clk}]

set non_clock_inputs [all_inputs -no_clocks]
set_input_delay [expr $clk_period * $clk_io_pct] -clock clk0 $non_clock_inputs
set_output_delay [expr $clk_period * $clk_io_pct] -clock clk0 [all_outputs]
==> load_flow_metrics.sql <==
-- metrics for the results database
INSERT INTO impl_metrics (metric_group, metric, value, unit) VALUES
('outcome', 'status', 'complete, no violations', ''),
('logic_synthesis', 'ys.warnings.count', '1', ''),
('clock_tree', 'ctsLongestPathBuffers', '4', ''),
('final_timing', 'finalClockSkew', '86.1', 'ps'),
('drt', 'drt_iter0_markers', '5188', ''),
('hold_path', 'worstHoldPathType', 'reg2reg', ''),
('logic_synthesis', 'yosys.area.top_type_share', '78.0', '%'),
('drt', 'drt_drc', '0', ''),
('drt', 'ant_nets', '0', ''),
('global_routing', 'first_global_vias', '85000', ''),
('global_routing', 'number_of_antenna_violations_at_the_first_check_in_global_routing', '33', ''),
('die', 'die_w', '728', 'µm'),
('final_timing', 'max_slew.worst_pin.slew', '1360', 'ps'),
('logic_synthesis', 'synthDistinctLibCells', '61', ''),
('finish', 'fill_cells', '47400', ''),
('drt', 'wl_per_cell', '30.2', 'µm'),
('critical_path', 'worstPathMaxFanout', '66', ''),
('final_timing', 'setup-tns-final', '0', 'ps'),
('logic_synthesis', 'yosys_stat_chip_area', '0.158', 'mm²'),
('finish', 'layout-area-overhead-vs-synth', '15.1', '%'),
('global_routing', 'global_route.usage.total', '18.2', '%'),
('drt', 'wl', '451', 'mm'),
('placement', 'routabilityCongestion', '0.905', ''),
('final_timing', 'achievable-frequency', '0.0823', 'GHz'),
('placement', 'buffer_ports.inserted', '42', ''),
('logic_synthesis', 'flop_cell', 'sky130_fd_sc_hd__edfxtp_1', ''),
('global_routing', 'grt_first_pass_wirelength', '635', 'mm'),
('clock_tree', 'clk_latency', '1000', 'ps'),
('die', 'total_number_of_placement_rows', '266', ''),
('power', 'leakage', '56.1', 'nW'),
('clock_tree', 'cts_tree', 'done', ''),
('clock_tree', 'clock_tree.root_cell', 'sky130_fd_sc_hd__clkbuf_16', ''),
('drt', 'drt_pre_antenna_iters', '7', ''),
('job', 'timing.max_cap.violations', '0', ''),
('logic_synthesis', 'yosys-stat-cells', '7063', ''),
('global_routing', 'grt_start_max_net_pins', '136', ''),
('critical_path', 'critical_path_class', 'in2reg', ''),
('critical_path', 'cp-start-kind', 'input pin', ''),
('global_routing', 'gr-total-overflow', '0', ''),
('drt', 'post_drt_via_cell_ratio', '5.13', ''),
('final_timing', 'timing.final.crit_period', '12150', 'ps'),
('clock_tree', 'postCtsSetupBuffers', '0', ''),
('logic_synthesis', 'postSynthRegisterBits', '4112', ''),
('clock_tree', 'postCtsResizedCells', '0', ''),
('clock_tree', 'h-tree-depth', '5', ''),
('power', 'power_density', '67.6', 'mW/mm²'),
('die', 'placeable_area', '0.525', 'mm²'),
('final_timing', 'timing_max_transition_violations_final', '0', ''),
('job', 'openroad.warnings', '38', ''),
('final_timing', 'finalClockPeriodUsage', '42.3', '%'),
('logic_synthesis', 'post_synthesis_instance_area', '0.158', 'mm²'),
('clock_tree', 'numClockSinks', '4112', ''),
('logic_synthesis', 'synth_top_cell_by_area', 'sky130_fd_sc_hd__edfxtp_1', ''),
('logic_synthesis', 'yosys-top-cells-area', 'sky130_fd_sc_hd__edfxtp_1, sky130_fd_sc_hd__mux4_2, sky130_fd_sc_hd__mux2i_1', ''),
('logic_synthesis', 'asyncSetResetFlopFracSynth', '0', '%'),
('placement', 'placed_cells', '14200', ''),
('placement', 'detail_placement_hpwl', '275', 'mm'),
('critical_path', 'end_kind', 'register', ''),
('logic_synthesis', 'post_synth_seq_share', '78.0', '%'),
('finish', 'number_of_standard_cells_in_the_layout_taps_in_and_fillers_out', '14900', ''),
('critical_path', 'critical_path_required', '29410', 'ps'),
('power', 'ir_drop', '0.0561', 'mV'),
('final_timing', 'rsz0062_at_grt', 'false', ''),
('final_timing', 'setup_viol_count_final', '0', ''),
('die', 'num_io_pins', '43', ''),
('clock_tree', 'clk_pin_slew', '60', 'ps'),
('logic_synthesis', 'yosys.cell_count.top_type', 'sky130_fd_sc_hd__edfxtp_1', ''),
('final_timing', 'final_hold_violation_tally', '0', ''),
('logic_synthesis', 'synth-edff-count', '4112', ''),
('logic_synthesis', 'post_synth_inst_count', '7063', ''),
('logic_synthesis', 'synthTopCellsByCount', 'sky130_fd_sc_hd__edfxtp_1, sky130_fd_sc_hd__mux4_2, sky130_fd_sc_hd__mux2i_1', ''),
('clock_tree', 'total_cts_buffers', '402', ''),
('die', 'dieArea', '0.531', 'mm²'),
('finish', 'post_route_cells_drive_above_1_share', '28.1', '%'),
('final_timing', 'timing.slew.headroom', '8.40', '%'),
('die', 'core_util_floorplan', '30.1', '%'),
('logic_synthesis', 'synthesis.area_per_instance', '22.4', 'µm²'),
('critical_path', 'worst_ep_arrival_time', '12860', 'ps'),
('die', 'floorplan.die.height', '728', 'µm'),
('clock_tree', 'cts_hold_buf', '0', ''),
('drt', 'total_number_of_vias', '76800', '');
[registers in the layout, indices dropped and copies added (netlist names)]
name,flops
mem,4096
dout,16
[report_power, final]
group          switching, mW  internal (mW)
combinational          0.431          0.207
clock                   2.22           2.84
sequential           0.00962           6.62
[final cells by class]
cell class                      instances  area (µm²)  share of cell area, %
Multi-Input combinational cell       2539       32900                   18.0
Clock inverter                        214        1940                   1.06
Clock buffer                          506       10600                   5.82
Inverter                                7        27.5                 0.0151
Antenna cell                           38        95.1                 0.0522
Tap cell                             6968        8720                   4.78
Sequential cell                      4112      123000                   67.8
Timing Repair Buffer                  563        4520                   2.48
[per-layer routing]
metal,track usage [%],wire length [µm]
met3,18.1,96200
met2,26.1,202000
met5,3.56,2860
met4,6.30,20200
met1,17.2,130000
[cells by family after synthesis]
kind of cell           share of synthesized area (%)
flip-flops                                      78.0
AND/OR/NAND/NOR                                 1.76
AND-OR/OR-AND                                   2.31
buffers and inverters                           1.46
multiplexers                                    16.5
[placed cells by master (no fill, tap or decap), drive strengths merged, types with 17 or more instances in the layout]
cell type	synthesis	layout
a221oi	22	22
a31oi	18	18
nor2b	25	25
a22oi	121	121
o21ai	62	62
nor2	318	318
nand2	97	97
bufinv	0	25
o22ai	85	85
mux4	977	977
a22o	17	17
clkbuf	123	512
nor3	43	43
clkinv	1	176
o22a	18	18
buf	282	539
diode	0	38
mux2	77	77
mux2i	322	322
a21oi	100	100
clkdlybuf4s50	0	18
nand3	53	53
edfxtp	4112	4112
a211oi	18	18
[final timing paths]
kind               start      end  slack, ps  cells after the start
max              addr[0]  dout[5]      16550                     14
min            mem[8][9]  dout[9]       1040                      5
max reg2reg  mem[119][0]  dout[0]      24740                      6
min reg2reg    mem[8][9]  dout[9]       1040                      5
[worst max-delay path: stages]
cell and delay [ps]:
sky130_fd_sc_hd__buf_16 340, sky130_fd_sc_hd__buf_4 650, sky130_fd_sc_hd__buf_4 710, sky130_fd_sc_hd__buf_4 690
sky130_fd_sc_hd__buf_4 590, sky130_fd_sc_hd__buf_4 680, sky130_fd_sc_hd__buf_4 730, sky130_fd_sc_hd__buf_4 650
sky130_fd_sc_hd__mux4_2 590, sky130_fd_sc_hd__mux4_2 530, sky130_fd_sc_hd__nand2_1 150, sky130_fd_sc_hd__nand3_1 200
sky130_fd_sc_hd__o311ai_0 180, sky130_fd_sc_hd__o21ai_0 160
[stage by stage]
| step | hold WS [ps] | utilization [%] | worst slack [ps] | area [µm²] | total power [mW] |
|---|---|---|---|---|---|
| 6_report | 1040 | 34.7 | 16550 | 182000 | 12.3 |
| 5_1_grt | 1080 | 34.7 | 15840 | 182000 | 12.7 |
| 4_1_cts | 1020 | 34.7 | 16390 | 182000 | 12.4 |
| 3_5_place_dp | 1000 | 32.3 | 15300 | 170000 | 7.39 |
| 3_3_place_gp | 1020 | 32.3 | 15370 | 170000 | 7.38 |
| 2_1_floorplan | 856 | - | 19680 | 158000 | 7.06 |
Power is estimated from default activity; no workload was simulated.
