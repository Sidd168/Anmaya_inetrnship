==> ./design.v <==
module dist_ram #(
    parameter DATA_WIDTH = 8,
    parameter ADDR_WIDTH = 4
) (
    input  wire                   clk,
    input  wire                   en,
    input  wire                   we,
    input  wire [ADDR_WIDTH-1:0]  addr,
    input  wire [DATA_WIDTH-1:0]  din,
    output reg  [DATA_WIDTH-1:0]  dout
);
  (* ram_style = "distributed" *)
  reg [DATA_WIDTH-1:0] mem [0:(1<<ADDR_WIDTH)-1];
  always @(posedge clk) begin
    if (en) begin
      if (we)
        mem[addr] <= din;
      dout <= mem[addr];
    end
  end
  endmodule
==> ./run.sh <==
#!/bin/bash
# OpenROAD 26Q1-2900-gdf79404cd8, Yosys 0.63+post, stock flow scripts
make -C /OpenROAD-flow-scripts/flow DESIGN_CONFIG=/design/flow/config.mk WORK_HOME=/design/flow/orfs finish
==> ./config.mk <==
export PLATFORM = sky130hd
export DESIGN_NAME = dist_ram
export DESIGN_NICKNAME = dist_ram
export VERILOG_FILES = /design/flow/design.v
export SDC_FILE = /design/flow/constraint.sdc
export NUM_CORES = 4
export LEC_CHECK = 1
export CORE_UTILIZATION = 40
==> ./constraint.sdc <==
current_design dist_ram

set clk_period 3.1
set clk_io_pct 0.2

create_clock -name clk0 -period $clk_period [get_ports {clk}]

set non_clock_inputs [all_inputs -no_clocks]
set_input_delay [expr $clk_period * $clk_io_pct] -clock clk0 $non_clock_inputs
set_output_delay [expr $clk_period * $clk_io_pct] -clock clk0 [all_outputs]
==> report_table.html <==
<h2>Synthesis and place &amp; route</h2>
<table>
<tr><th>Metric</th><th>Value</th></tr>
<tr><th colspan="2">Power</th></tr>
<tr><td>Total design power</td><td>between 4 and 5 mW</td></tr>
<tr><td>Max IR drop VDD</td><td>341 uV</td></tr>
<tr><td>Static power due to leakage</td><td>2.09 nW</td></tr>
<tr><td>Power per cell area</td><td>approximately 660 nW/um^2</td></tr>
<tr><th colspan="2">Min path</th></tr>
<tr><td>Endpoint with the worst hold slack</td><td>dout[0]</td></tr>
<tr><td>Startpoint of the tightest hold check path</td><td>mem[14][0]</td></tr>
<tr><td>Type of the tightest min-delay check</td><td>reg -&gt; reg</td></tr>
<tr><td>Hold path cells</td><td>3</td></tr>
<tr><th colspan="2">Floorplan</th></tr>
<tr><td>Overall die width</td><td>between 100 and 150 um</td></tr>
<tr><td>Number of standard-cell rows in the floorplan</td><td>around 41</td></tr>
<tr><td>Floorplan core density</td><td>41.3%</td></tr>
<tr><td>Total core area</td><td>12700 um^2</td></tr>
<tr><td>Die Height</td><td>~120 um</td></tr>
<tr><td>Total Die Area</td><td>roughly 14000 um^2</td></tr>
<tr><td>I/O pin count</td><td>23</td></tr>
<tr><th colspan="2">Clock network</th></tr>
<tr><td>Max H-tree Level</td><td>4</td></tr>
<tr><td>CTS tree</td><td>built</td></tr>
<tr><td>Number of sinks handled by clock tree synthesis</td><td>about 140</td></tr>
<tr><td>Clock-pin slew on the worst setup and hold paths</td><td>roughly 0.05 ns</td></tr>
<tr><td>Hold buffer count at cts</td><td>0</td></tr>
<tr><td>Buffer depth of the longest clock path</td><td>2</td></tr>
<tr><td>Number of buffers inserted during clock tree synthesis</td><td>17</td></tr>
<tr><td>Worst skew pair latency</td><td>about 0.40 ns</td></tr>
<tr><td>Setup repair bufs after CTS</td><td>0</td></tr>
<tr><td>Cell resize tally after clock tree synthesis</td><td>0</td></tr>
<tr><td>Root buffer cell</td><td>sky130_fd_sc_hd__clkbuf_16</td></tr>
<tr><th colspan="2">Setup path</th></tr>
<tr><td>Crit path launch type</td><td>input pin</td></tr>
<tr><td>Required time reported for the critical path endpoint</td><td>around 3.2 ns</td></tr>
<tr><td>Minimum setup slack among reg-to-reg paths</td><td>between 1.5 and 2 ns</td></tr>
<tr><td>Worst reg2reg startpoint</td><td>mem[1][6]</td></tr>
<tr><td>CP Buf/Inv Count</td><td>3</td></tr>
<tr><td>Worst R2R Path Depth</td><td>3</td></tr>
<tr><td>Crit path DAT</td><td>2.20 ns</td></tr>
<tr><td>Category of the most critical setup path</td><td>in -&gt; reg</td></tr>
<tr><td>Family of cells with the greatest summed delay on the critical path</td><td>buffers and inverters</td></tr>
<tr><td>Slowest cell on the critical path</td><td>sky130_fd_sc_hd__clkdlybuf4s50_1</td></tr>
<tr><td>FF-to-FF End</td><td>dout[6]</td></tr>
<tr><td>Crit end category</td><td>flip-flop</td></tr>
<tr><td>Cell breakdown of the critical path</td><td>clkdlybuf4s50_1, buf_12, nand4_1, nor3_1, buf_4</td></tr>
<tr><td>Largest fanout on the critical path</td><td>36</td></tr>
<tr><td>Worst stage delay on the critical path</td><td>a little over 0.5 ns</td></tr>
<tr><td>WP depth</td><td>5</td></tr>
<tr><th colspan="2">GRT</th></tr>
<tr><td>Total global-route track usage</td><td>17.3%</td></tr>
<tr><td>Via count of the first global-routing pass</td><td>between 2k and 3k</td></tr>
<tr><td>Number of antenna violations at the first check in global routing</td><td>0</td></tr>
<tr><td>First-pass GRT wire length</td><td>15.0 mm</td></tr>
<tr><td>Largest net degree at the start of global routing</td><td>37</td></tr>
<tr><td>Remaining global-route overflow</td><td>0</td></tr>
<tr><th colspan="2">Logic synthesis</th></tr>
<tr><td>Synthesized chip area reported by yosys</td><td>5230 um^2</td></tr>
<tr><td>Number of cells in the yosys synthesis report</td><td>~230</td></tr>
<tr><td>Number of distinct library cells after synthesis</td><td>18</td></tr>
<tr><td>Biggest area contributors in the synthesized netlist</td><td>sky130_fd_sc_hd__edfxtp_1, sky130_fd_sc_hd__mux4_1, sky130_fd_sc_hd__mux4_2</td></tr>
<tr><td>Tally of yosys warning messages</td><td>1</td></tr>
<tr><td>Part of the Yosys area used for sequential elements</td><td>between 70% and 80%</td></tr>
<tr><td>Synthesized cell area</td><td>about 5200 um^2</td></tr>
<tr><td>Post-synthesis register bit count</td><td>approximately 140</td></tr>
<tr><td>Synthesized instance count</td><td>233</td></tr>
<tr><td>Synthesized area divided by synthesized cell count</td><td>22.5 um^2</td></tr>
<tr><td>Share of Yosys cell area claimed by the top area cell type</td><td>between 70 and 80%</td></tr>
<tr><td>Cell type with the highest aggregate area in the netlist</td><td>sky130_fd_sc_hd__edfxtp_1</td></tr>
<tr><th colspan="2">Place</th></tr>
<tr><td>Placement Setup Slack</td><td>0.600 ns</td></tr>
<tr><td>Count of input and output buffers</td><td>22</td></tr>
<tr><td>Total half-perimeter wirelength after legalization and detailed placement</td><td>approximately 6.1 mm</td></tr>
<tr><td>Routability cong.</td><td>0.839</td></tr>
<tr><td>Area of placed instances</td><td>just under 6000 um^2</td></tr>
<tr><th colspan="2">Final timing</th></tr>
<tr><td>Period utilisation layout</td><td>about 67%</td></tr>
<tr><td>Endpoints failing setup</td><td>0</td></tr>
<tr><td>Setup TNS Final</td><td>0 ns</td></tr>
<tr><td>Final setup skew</td><td>between 0.005 and 0.006 ns</td></tr>
<tr><td>Final max-slew violation count</td><td>0</td></tr>
<tr><td>Final worst-path setup slack</td><td>approximately 1.0 ns</td></tr>
<tr><td>Worst max-slew margin expressed relative to the limit</td><td>54.1%</td></tr>
<tr><td>Actual transition at the worst max-transition pin</td><td>between 0.6 and 0.7 ns</td></tr>
<tr><td>Post-layout minimum cycle time</td><td>2.09 ns</td></tr>
<tr><td>Hold Vio Cnt, Final</td><td>0</td></tr>
<tr><td>Final-layout worst hold slack</td><td>0.749 ns</td></tr>
<tr><td>Unrepaired setup endpoints after global routing</td><td>no</td></tr>
<tr><td>F_max</td><td>478 MHz</td></tr>
<tr><th colspan="2">Drt</th></tr>
<tr><td>Number of antenna cells inserted</td><td>0</td></tr>
<tr><td>Antenna Violating Nets Remaining</td><td>0</td></tr>
<tr><td>Vias</td><td>approximately 2.4k</td></tr>
<tr><td>Average wire per cell in the routed design</td><td>~21 um</td></tr>
<tr><td>Via-per-instance ratio</td><td>between 5 and 6</td></tr>
<tr><td>First drt pass iteration count</td><td>4</td></tr>
<tr><td>Routed WL</td><td>about 9.9 mm</td></tr>
<tr><td>Starting DRC count in detailed routing</td><td>~150</td></tr>
<tr><td>Drc violations</td><td>0</td></tr>
<tr><th colspan="2">Layout</th></tr>
<tr><td>Final design instance area without fill</td><td>around 6300 um^2</td></tr>
<tr><td>Area Overhead vs Synth</td><td>21.1%</td></tr>
<tr><td>Fraction of final layout cells sized beyond drive strength 1</td><td>21.4%</td></tr>
<tr><th colspan="2">Run status</th></tr>
<tr><td>Result of the run</td><td>finished clean</td></tr>
<tr><th colspan="2">Flow run</th></tr>
<tr><td>Tool Warnings</td><td>25</td></tr>
<tr><td># Max-Cap Violations</td><td>0</td></tr>
</table>
## placed cells by master, fill, tap and decap left out
master                            Yosys  layout
sky130_fd_sc_hd__edfxtp_1           136     136
sky130_fd_sc_hd__clkdlybuf4s50_1      0      21
sky130_fd_sc_hd__buf_4                0      19
sky130_fd_sc_hd__clkbuf_16            0      17
sky130_fd_sc_hd__mux4_1              16      16
sky130_fd_sc_hd__mux4_2              16      16
sky130_fd_sc_hd__a22oi_1             16      16
sky130_fd_sc_hd__nor2_1              13      13
sky130_fd_sc_hd__nand2_1             10      10
sky130_fd_sc_hd__nor3_1               4       4
sky130_fd_sc_hd__clkinv_2             0       4
sky130_fd_sc_hd__clkinv_1             0       4
sky130_fd_sc_hd__clkbuf_1             4       3
sky130_fd_sc_hd__bufinv_16            0       3
sky130_fd_sc_hd__nor2b_1              2       2
sky130_fd_sc_hd__nand2b_1             2       2
sky130_fd_sc_hd__nand4b_1             2       2
sky130_fd_sc_hd__buf_12               0       2
sky130_fd_sc_hd__and2_1               1       1
sky130_fd_sc_hd__or3_1                1       1
sky130_fd_sc_hd__nand4_1              1       1
sky130_fd_sc_hd__clkinvlp_4           0       1
sky130_fd_sc_hd__buf_2                3       1
## worst max path at each step
stage            from        end
global route  addr[1]  mem[3][6]
CTS           addr[1]  mem[3][6]
finish        addr[1]  mem[3][6]
## sequential cells by signal, indices dropped and copies added, names as in the netlist
name	cells
mem	128
dout	8
## power by group
group / leakage [nW] / switching [mW] / internal [mW]
clock: 0.277 / 0.669 / 1.25
sequential: 1.23 / 0.00650 / 2.06
combinational: 0.581 / 0.102 / 0.0894
total: 2.09 / 0.777 / 3.39
## synthesized netlist by cell type
cell                       count
sky130_fd_sc_hd__buf_1         3
sky130_fd_sc_hd__nand2_1      10
sky130_fd_sc_hd__and2_1        1
sky130_fd_sc_hd__nor2b_1       2
sky130_fd_sc_hd__mux4_2       16
sky130_fd_sc_hd__or3_1         1
sky130_fd_sc_hd__nand2b_1      2
sky130_fd_sc_hd__buf_8         1
sky130_fd_sc_hd__nand4b_1      2
sky130_fd_sc_hd__buf_2         3
sky130_fd_sc_hd__a22oi_1      16
sky130_fd_sc_hd__nor2_1       13
sky130_fd_sc_hd__nor3_1        4
sky130_fd_sc_hd__nand4_1       1
sky130_fd_sc_hd__mux4_1       16
sky130_fd_sc_hd__buf_6         2
sky130_fd_sc_hd__clkbuf_1      4
sky130_fd_sc_hd__edfxtp_1    136
## stage by stage
stage          instances  util, %
4_1_cts              467     50.0
3_3_place_gp         435     45.5
2_1_floorplan        233        -
3_5_place_dp         435     45.5
6_report             467     50.0
5_1_grt              467     50.0
## per-layer routing
metal	global-route usage [%]	share of wire, %
met3	11.1	13
met5	0	0
met2	25.7	47
met1	24.2	39
met4	2.05	1.4
## layout make-up
cell class | instances | area [um^2]
Clock inverter | 12 | 133
Tap cell | 172 | 215
Timing Repair Buffer | 43 | 398
Sequential cell | 136 | 4080
Clock buffer | 20 | 437
Fill cell | 1008 | 6340
Multi-Input combinational cell | 84 | 1070
## worst min-delay path: stages, from the launching register on
cell                       delay, ns
sky130_fd_sc_hd__edfxtp_1       0.31
sky130_fd_sc_hd__mux4_2         0.22
sky130_fd_sc_hd__a22oi_1        0.05
sky130_fd_sc_hd__nand2_1        0.06
## kinds of logic after synthesis
logic type	share of synthesized area (%)
DFF	78.1
and+or+nand+nor	3.21
muxes	14.9
AOI/OAI and AO/OA	2.30
buffers and inverters	1.51
Power figures rest on the tool's default switching activity, not on a simulated workload.
